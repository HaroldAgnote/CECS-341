===== flow/config.mk =====
export PLATFORM = sky130hd
export DESIGN_NAME = IF_Stage
export DESIGN_NICKNAME = IF_Stage
export VERILOG_FILES = /design/flow/design.v
export SDC_FILE = /design/flow/constraint.sdc
export NUM_CORES = 4
export LEC_CHECK = 1
export CORE_AREA = 10 10 70 70
export DIE_AREA = 0 0 80 80

===== flow/constraint.sdc =====
current_design IF_Stage

set clk_period 1.4
set clk_io_pct 0.2

create_clock -name clk0 -period $clk_period [get_ports {clk}]

set non_clock_inputs [all_inputs -no_clocks]
set_input_delay [expr $clk_period * $clk_io_pct] -clock clk0 $non_clock_inputs
set_output_delay [expr $clk_period * $clk_io_pct] -clock clk0 [all_outputs]

===== flow/design.v =====
`timescale 1ns / 1ps
`timescale 1ns / 1ps
module mux2 #(parameter WIDTH = 8)
    (input [WIDTH-1:0] d0, d1, input s, output [WIDTH - 1:0] y);
        assign y = s ? d1 : d0;
endmodule
`timescale 1ns / 1ps
module flopr #(parameter WIDTH = 8)
    (input clk, reset, input [WIDTH - 1:0] d, output reg [WIDTH - 1:0] q);
    always @ (posedge clk, posedge reset)
        if (reset) q = 0;
        else        q = d;
endmodule
`timescale 1ns / 1ps
module adder32( input [31:0] a,b, output [31:0] y);
    assign y = a + b;
endmodule
`timescale 1ns / 1ps
module imem(input [5:0] a, output [31:0] rd);
    reg     [31:0] RAM[63:0];
    assign rd = RAM[a];  
endmodule
module IF_Stage(input clk, pcsrc, reset, input [31:0] pcbranch,
                output [31:0] instr, output [31:0] pcplus4);
    wire        [31:0] pc, pcnext;
    assign pc[31:8] = 0;
    flopr pcreg(clk, reset, pcnext[7:0], pc[7:0]);
    adder32 pcadd({24'h0, pc[7:0]},32'h4,pcplus4);
    mux2 #(32) pcbrmux(pcplus4, pcbranch,pcsrc,pcnext);
    imem imem(pc[7:2], instr);
endmodule

===== flow/run.sh =====
#!/bin/bash
# OpenROAD 26Q1-2900-gdf79404cd8, Yosys 0.63+post, stock flow scripts
make -C /OpenROAD-flow-scripts/flow DESIGN_CONFIG=/design/flow/config.mk WORK_HOME=/design/flow/orfs finish

==> impl_metrics.csv <==
group,metric,value,unit
status,status,"complete, but fails checks",
status,violations,"setup timing",
die,rows,21,
clock_tree,h-tree-depth,1,
die,coreArea,3420,sq um
detailed_routing,n_antenna_cell,0,
worst_setup_path,critPathBufInv,2,
detailed_routing,vias,514,
global_route,grt_start_max_net_pins,9,
worst_setup_path,crit_required,1.12,ns
finish,largest_reg_flops,8,
pwr,clkPwrFrac,21.6,%
logic_synthesis,syn_avg_cell_area,8.83,sq um
finish,fill_cells,372,
worst_setup_path,max_stage_delay,0.40,ns
logic_synthesis,postSynthSeqShare,25.2,%
global_route,grt_pass1_vias,615,
clock_tree,holdBufCountCts,0,
detailed_routing,drtIter0Drc,19,
logic_synthesis,yosys.cell_types.count,14,
finish,lay_top_count,"conb_1",
die,boundaryPins,99,
pwr,total_power,828,uW
die,die_h,80,um
logic_synthesis,yosys_cells,90,
pwr,power_frac_comb,43.0,%
worst_setup_path,worst_ep_arrival_time,1.33,ns
logic_synthesis,synth_area,795,sq um
logic_synthesis,yosys_warnings,1,
die,die_x,80,um
worst_setup_path,r2r_setup_slack,0.01,ns
worst_setup_path,reg2regPathDepth,6,
worst_setup_path,end_kind,"output port",
worst_setup_path,worst_path_max_delay_cell,"dfrtp_1",
pwr,swShare,28.7,%
clock_tree,cts_root_buf,"clkbuf_4",
place,dp.cells,163,
pwr,peakVddDrop,0.251,mV
run,tool_warnings,51,
die,initCoreUtil,23.3,%
final_timing,period_used_share,115,%
final_timing,rsz0062_at_grt,"true",
final_timing,setup_violations,5,
pwr,leakage,0.000540,uW
global_route,grt_pass1_wl,2800,um
finish,drive_gt1_share,31.7,%
pwr,p_per_area,807,nW/um^2
detailed_routing,drt_wl_total,1870,um
pwr,switching_power,237,uW
clock_tree,clk_latency,0.25,ns
worst_setup_path,r2r-start,"pcreg.q[2]",
finish,stdcell_area,1030,sq um
clock_tree,path_clk_slew,0.06,ns
run,maxCapViolations,0,
worst_setup_path,path_delay_family,"simple AND/OR/NAND/NOR gates",
place,dp_hpwl,1540,um
pwr,p_int,591,uW
finish,lay_top_cells,"conb_1, clkdlybuf4s50_1, buf_4",
finish,seq_area,200,sq um
final_timing,fin_skew,0.00193,ns
final_timing,max_freq,620,MHz
worst_setup_path,worstPathMaxFanout,2,
logic_synthesis,ys.flops,8,
pwr,seqPwrFrac,35.4,%
detailed_routing,routedWlPerCell,10.9,um
final_timing,tns,-0.684,ns
clock_tree,cts_sinks,8,
place,place.gp.congestion,0.799,
clock_tree,cts_tree,"yes",
detailed_routing,drtPass1Iterations,2,
final_timing,min_period,1.61,ns
place,io_buffers,19,
clock_tree,clockBufferDepth,2,
detailed_routing,drc_errors,0,
worst_setup_path,start_kind,"register",
final_timing,hold_violations,0,
logic_synthesis,syn_inst,90,
worst_setup_path,worstPathCellList,"buf_6 -> nand3_2 -> or3_4 -> nand2_2 -> buf_2",
final_timing,slew_viol_final,0,
global_route,grt_use_total,5.18,%
worst_setup_path,critical_path_class,"register to output port",
global_route,grt_overflow_total,0,
global_route,antenna_found_initial,0,
worst_setup_path,r2r_end,"pcreg.q[6]",
detailed_routing,ant_nets,0,
final_timing,setup_ws,-0.213,ns
clock_tree,numCtsBuffers,3,
logic_synthesis,yosys_area,795,sq um
finish,layout.cells.non_filler,172,
min_path,hold_path_class,"input pin to async pin",
detailed_routing,vias_per_cell,2.99,
die,die_area,6400,sq um
finish,area_growth_syn_to_layout,29.1,%
finish,layout.area.comb,444,sq um
place,dpl_cell_area,900,sq um
## worst max path at each step
stage | slack [ns] | depth (start not counted) | from | end
4_1_cts | -0.25 | 5 | pcreg.q[2] | pcplus4[7]
5_1_grt | -0.28 | 5 | pcreg.q[2] | pcplus4[7]
6_report | -0.21 | 5 | pcreg.q[3] | pcplus4[7]
## routing by layer
layer / up-vias / wire [um] / GRT usage [%]
li1: 250 / - / -
met1: 217 / 788 / 6.17
met2: 42 / 855 / 8.91
met3: 5 / 178 / 1.48
met4: 0 / 46 / 1.23
met5: - / 0 / 0
## final cells by class
cell class	count	area share [%]
Clock buffer	3	2.20
Tap cell	46	5.61
Sequential cell	8	19.5
Timing Repair Buffer	34	28.3
Multi-Input combinational cell	78	43.3
Inverter	3	1.10
## synth_stat cells
cell type / instances / area (sq um)
mux2_2: 6 / 67.6
conb_1: 1 / 3.75
inv_1: 3 / 11.3
ha_1: 1 / 12.5
xnor2_1: 2 / 17.5
nand2_1: 4 / 15.0
o21ai_0: 2 / 10.0
nor2_1: 2 / 7.51
or3_1: 1 / 6.26
a31oi_1: 1 / 6.26
dfrtp_1: 8 / 200
nand3_1: 3 / 15.0
xor2_1: 1 / 8.76
buf_4: 55 / 413
## kinds of logic after synthesis
logic type	count (synthesis)	share of synthesized area, %
buf+inv	58	53.4
simple gates	10	5.51
flops	8	25.2
mux	6	8.50
compound gates	3	2.05
xor+xnor	3	3.31
fa+ha+maj	1	1.57
other cells	1	0.472
## power groups by stage
stage	clock network [uW]	logic [uW]	registers (uW)
6_report	179	356	293
5_1_grt	195	403	297
4_1_cts	186	358	293
## repair_timing
action / CTS / global route
gates resized: 33 / 6
pin swaps: 8 / 2
setup endpoints to repair: 7 / 6
setup buffers: 6 / 1
## per-stage QoR
stage          setup slack, ns  util (%)  hold slack (ns)
2_1_floorplan            0.251         -           0.0957
3_3_place_gp            -0.267      26.3            0.488
3_5_place_dp            -0.263      26.3            0.495
4_1_cts                 -0.250      29.5            0.282
5_1_grt                 -0.284      30.0            0.291
6_report                -0.213      30.0            0.279
Power figures rest on the tool's default switching activity, not on a simulated workload.
