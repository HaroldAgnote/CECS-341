==> flow/design.v <==
`timescale 1ns / 1ps
module MEM_Stage(
                    clk,
                    regwritee,
                    memtorege,
                    memwritem,
                    branchm,
                    zerom,
                    aluoute,
                    writedatam,
                    writerege,
                    pcsrcm,
                    pcbranche,
                    regwritem,
                    memtoregm,
                    aluoutm,
                    readdatam,
                    writeregm,
                    pcbranchm
                    );
    input clk, regwritee, memtorege, memwritem, branchm, zerom;
    input [31:0] aluoute, pcbranche, writedatam;
    input [4:0]     writerege;
    output pcsrcm, regwritem, memtoregm;
    output [31:0] aluoutm, readdatam, pcbranchm;
    output [4:0] writeregm;
    assign  regwritem = regwritee, memtoregm = memtorege,
            pcsrcm =    branchm & zerom, aluoutm = aluoute,
            writeregm = writerege, pcbranchm = pcbranche;
    dmem dmem(  .clk(clk),
                .we(memwritem),
                .a(aluoutm),
                .wd(writedatam),
                .rd(readdatam));
endmodule
`timescale 1ns / 1ps
module dmem(clk, we, a, wd, rd);
    input clk, we;
    input [31:0] a, wd;
    output [31:0] rd;
    reg [31:0] RAM [63:0];
    assign rd = RAM[a[31:2]];
    always @ (posedge clk)
        if (we) RAM[a[31:2]] <= wd;
endmodule
==> flow/run.sh <==
#!/bin/bash
# OpenROAD 26Q1-2900-gdf79404cd8, Yosys 0.63+post, stock flow scripts
make -C /OpenROAD-flow-scripts/flow DESIGN_CONFIG=/design/flow/config.mk WORK_HOME=/design/flow/orfs finish
==> flow/config.mk <==
export PLATFORM = sky130hd
export DESIGN_NAME = MEM_Stage
export DESIGN_NICKNAME = MEM_Stage
export VERILOG_FILES = /design/flow/design.v
export SDC_FILE = /design/flow/constraint.sdc
export NUM_CORES = 4
export LEC_CHECK = 1
export CORE_UTILIZATION = 40
==> flow/constraint.sdc <==
current_design MEM_Stage

set clk_period 53.1
set clk_io_pct 0.2

create_clock -name clk0 -period $clk_period [get_ports {clk}]

set non_clock_inputs [all_inputs -no_clocks]
set_input_delay [expr $clk_period * $clk_io_pct] -clock clk0 $non_clock_inputs
set_output_delay [expr $clk_period * $clk_io_pct] -clock clk0 [all_outputs]
==> flow_summary.ini <==
; flow metrics
[status]
status = completed

[final_timing]
slew_headroom_pct = 9.80
drv_slew = 0
rsz0062_at_grt = no
final.min_clock_period_ns = 26.21
setup_viol = 0
fmax_ghz = 0.0382
tns_ns = 0
worst_pin_slew_ns = 1.35
finalHoldViolations = 0
fin_crit_sh_pct = 49.4

[placed_design]
place_inst = 6903
dp_hpwl_mm = 138
portBuffers = 80
gp_congestion = 0.901

[clock_network]
clockRootBuffer = clkbuf_16
clock_path_buffers = 3
cts_buffers = 195
cts_resized = 0
htree_levels = 4
cts_hold_buf = 0
post_cts_buffers = 0
cts.sinks = 2048
cts_tree = yes
cts.clk_slew.worst_paths_ns = 0.07

[floorplan]
die_y_um = 445
die_area_um2 = 198000
dieWidth_um = 445
core_um2 = 195000
fp_util_pct = 40.3
ios = 211
rows = 162

[grt]
grt_util_all_layers_pct = 27.3
antenna_found_initial = 11
grt_pass1_vias = 46700
grt_pass1_wl_mm = 347
grt-ovfl-total = 0
grt_max_degree = 85

[critical_path]
critical_path.most_common_cell = buf_4
arrival_ns = 15.59
crit_path_start_kind = input pin
path_cells = buf_8 -> buf_4 -> buf_4 -> buf_4 -> buf_4 -> mux4_2 -> a221oi_1 -> nor2_1 -> a21oi_1 -> or4b_1 -> clkdlybuf4s50_1
crit_slowest_cell = buf_4
crit_type = input pin to output pin
crit_path_max_fanout = 45
slowest_delay_ns = 0.69
critPathRequiredTime_ns = 42.48
endpoint_kind = output pin

[layout]
drive_above_1_share_pct = 16.6
largest_reg_flops = 2048
stdcell_count = 7267
areaGrowthSynthToFinish_pct = 13.2
nFillCells = 16300

[synth]
ys_async_sr_fraction_pct = 0
yosysTopAreaCell = edfxtp_1
edf_count = 2048
area_leaders = edfxtp_1, a221oi_1, mux4_2
ys_cells = 4383
synth_top_area_share_pct = 78.3
synth_flops = 2048
yosys-stat-area_um2 = 78500
ys_seq_share_pct = 78.3
synth_cell_types = 54
synth-main-ff-cell = edfxtp_1
netlist_area_um2 = 78500
avgSynthCellArea_um2 = 17.9
yosysWarnings = 1
synth_cells = 4383

[pwr]
p_leak_nw = 27.5
max-vdd-ir-drop_mv = 0.0351
powerDensity_nw_per_um2 = 37.8

[run]
warnings = 26
maxCapViolations = 0

[routing]
routed_wl_mm = 246
drtIter0Drc = 3377
drc = 0
vias = 44600
antenna_left = 0
via_per_inst = 6.14
wl_per_cell_um = 33.9
firstDrtPassIters = 8

[worst_hold_path]
hold_path_class = input pin to flip-flop
[logic make-up (layout without fill, tap and decap cells)]
family	count (synthesis)	after routing	share of synthesized area [%]
AOI/OAI and AO/OA	1130	1130	10.6
buffers and inverters	401	658	2.74
DFF	2048	2048	78.3
muxes	305	305	5.44
other	0	3	0
and+or+nand+nor	499	499	2.83
[power breakdown]
group	internal, mW	leakage [nW]	switching, mW	total (mW)
logic	0.0545	5.96	0.133	0.187
clock network	0.790	3.07	0.593	1.38
registers	1.79	18.4	0.00231	1.79
total	2.63	27.5	0.728	3.36
[layer usage]
layer | wire, um | vias to the layer above | track usage [%] | share of wire, %
li1 | - | 18400 | - | -
met1 | 75800 | 22200 | 30.6 | 31
met2 | 112000 | 3382 | 38.7 | 45
met3 | 45500 | 566 | 22.0 | 18
met4 | 12600 | 26 | 10.6 | 5.1
met5 | 416 | - | 1.44 | 0.17
[stage by stage]
stage	power, mW	area [um^2]	util, %	worst slack [ns]	hold slack (ns)
2_1_floorplan	1.92	78500	-	30.09	10.72
3_3_place_gp	2.01	82500	42.3	26.79	11.02
3_5_place_dp	2.01	82500	42.3	26.81	11.03
4_1_cts	3.38	88800	45.6	26.83	10.12
5_1_grt	3.45	88800	45.6	26.66	10.13
6_report	3.36	88800	45.6	26.89	10.16
[synth_stat cells (33+ instances only)]
cell / number
clkbuf_1: 125
o21ai_0: 116
mux2_2: 72
a21oi_1: 151
nand2_1: 92
a22oi_1: 221
mux2i_1: 143
o22ai_1: 75
buf_2: 130
nor3_1: 35
o221ai_1: 33
a22o_1: 34
mux4_2: 90
nor2_1: 260
a221oi_1: 375
buf_4: 99
edfxtp_1: 2048
[critical path: cells and delay by family]
kind | cells | cell delay, ns
buffers and inverters | 6 | 3.24
AND/OR/NAND/NOR | 2 | 0.64
AND-OR/OR-AND | 2 | 0.53
multiplexers | 1 | 0.40
[final timing paths]
| kind | endpoint | cells past startpoint | start | slack, ns |
|---|---|---|---|---|
| worst max-delay path | readdatam[13] | 11 | aluoute[4] | 26.89 |
| worst min-delay path | dmem.RAM[6][12] | 1 | writedatam[12] | 10.16 |
[placed cells by master (no fill, tap or decap), drive strengths merged, types with 25 or more instances in the layout]
cell	Yosys	layout
a211oi	25	25
a22o	34	34
a21oi	151	151
mux4	90	90
a221oi	375	375
clkdlybuf4s50	0	45
o221ai	33	33
o21ai	118	118
a22oi	221	221
o22ai	75	75
nor3	35	35
clkinv	2	90
nor2	260	260
nand2	92	92
clkbuf	126	241
mux2	72	72
buf	271	248
edfxtp	2048	2048
mux2i	143	143
[final cells by class]
cell class	instances	area, um^2	area share (%)
diodes	3	7.51	0.00845
clock buffers	241	5120	5.76
clock inverters	120	1190	1.34
inverters	4	22.5	0.0254
multi-input cells	1934	15400	17.4
flip-flops and latches	2048	61500	69.2
well taps	2624	3280	3.70
repair buffers	293	2280	2.57
Power is estimated from default activity; no workload was simulated.
