[design/flow/run.sh]
#!/bin/bash
# OpenROAD 26Q1-2900-gdf79404cd8, Yosys 0.63+post, stock flow scripts
make -C /OpenROAD-flow-scripts/flow DESIGN_CONFIG=/design/flow/config.mk WORK_HOME=/design/flow/orfs finish
[design/flow/config.mk]
export PLATFORM = sky130hd
export DESIGN_NAME = alu
export DESIGN_NICKNAME = alu
export VERILOG_FILES = /design/flow/design.v
export SDC_FILE = /design/flow/constraint.sdc
export NUM_CORES = 4
export LEC_CHECK = 1
export CORE_UTILIZATION = 50
[design/flow/constraint.sdc]
current_design alu

set clk_period 25.5
set clk_io_pct 0.2

create_clock -name clk0 -period $clk_period

set non_clock_inputs [all_inputs -no_clocks]
set_input_delay [expr $clk_period * $clk_io_pct] -clock clk0 $non_clock_inputs
set_output_delay [expr $clk_period * $clk_io_pct] -clock clk0 [all_outputs]
[design/flow/design.v]
`timescale 1ns / 1ps
module alu(srca, srcb, alucontrol, aluout, zero);
    input   [31:0]  srca, srcb;
    input   [2:0]   alucontrol;
    output  [31:0]  aluout;
    output  zero;
    assign  aluout  =   (alucontrol == 0)   ?   srca    &   srcb    :
    (alucontrol == 1)   ?   srca    |   srcb    :
    (alucontrol == 2)   ?   srca    +   srcb    :
    (alucontrol == 6)   ?   srca    -   srcb    :
    (alucontrol == 7)   ?   (srca < srcb)    :
    32'hx,
    zero    =   !aluout;
endmodule
==> impl_metrics.tcl <==
# flow metrics
set metrics [dict create \
    status "finished, final reports clean" \
    drc_errors 0 \
    synth-cells-yosys 788 \
    flop_area_sq_um 0 \
    path_max_fanout 11 \
    rows 36 \
    place.port_buffers 100 \
    finalClockPeriodUsage 0.594 \
    grt_start_max_net_pins 43 \
    antenna_found_initial 0 \
    ys_types 82 \
    utilization 0.623 \
    dr.pass1.iters 5 \
    syn_avg_cell_area_sq_um 6.56 \
    drive_above_1_share 0.0284 \
    start_kind "input port" \
    top_area_cell "ha_1" \
    syn_area_sq_um 5170 \
    synthCells 788 \
    yosys-top-cells-count "inv_1, ha_1, a21oi_1" \
    grt_usage 0.333 \
    io_pins 100 \
    min_from "srcb[2]" \
    dp_hpwl_mm 14.3 \
    path_class "input port to output port" \
    topCellsByArea "ha_1, a21oi_1, inv_1, nor2_1, nand2_1" \
    drt_wl_total_mm 18.1 \
    slew_headroom 0.315 \
    via_per_inst 6.24 \
    cts_hold_buf 0 \
    ctsResizeCount 0 \
    hold_viol 0 \
    clock_buffers 0 \
    grt_pass1_wl_mm 29.0 \
    finalMaxSlewViolations 0 \
    syn_to_final_growth_pct 19.4 \
    period_minus_slack_ns 15.14 \
    finalSetupTns_ns 0 \
    powerDensity_nw_per_um2 22.9 \
    grt_overflow_total 0 \
    crit_start "srca[6]" \
    drt_iter0_drc 549 \
    yosysSeqAreaShare 0 \
    ant_nets 0 \
    cp-end-kind "output port" \
    first_global_vias 5481 \
    coreArea_sq_um 9910 \
    ys_area_sq_um 5170 \
    fmax_mhz 66.0 \
    die_y_microns 104 \
    leakage_nw 2.78 \
    place.gp.congestion 1.02 \
    required_ns 20.40 \
    min_path_type "input port to output port" \
    yosysTopAreaCellShare 0.235 \
    post_cts_buffers 0 \
    wl_per_cell_microns 18.5 \
    arrival_ns 10.04 \
    diodes 0 \
    yosys_warnings 0 \
    dieArea_sq_um 10700 \
    via_count 6105 \
    ff_count 0 \
    maxCapViolCount 0 \
    finalSetupViolCount 0 \
    die_w_microns 104 \
    warnings 98 \
    synth_top_cell_by_count "inv_1" \
    rsz0062_at_grt "false" \
    worst_slew_pin_slew_ns 1.00 \
    fp-utilization 0.521 \
    peakVddDrop_v 0.0000138 \
]
==> placed cells by master, fill, tap and decap left out, drive strengths merged, types with 14 or more instances in the layout <==
cell type      count
nand2             58
a211oi            15
nor3              19
xnor2             23
a21o              15
nand3             14
o21ai             47
nor2              64
ha                97
clkdlybuf4s50    100
a21oi             84
inv               99
==> per-layer routing <==
layer / global-route usage / part of all wire / up-vias
li1: - / - / 2959
met1: 0.507 / 0.46 / 2759
met2: 0.512 / 0.42 / 353
met3: 0.0455 / 0.10 / 34
met4: 0.0429 / 0.018 / 0
met5: 0 / 0 / -
==> final timing paths <==
path	endpoint	cells after the start
setup / recovery	zero	15
hold / removal	aluout[2]	5
==> cell type report <==
class | count | area [sq um]
fillers | 905 | 3740
inverters | 101 | 379
multi-input cells | 639 | 4580
well taps | 133 | 166
repair buffers | 106 | 1050
==> power by group <==
| part | leakage, nW | internal (mW) | switching (mW) |
|---|---|---|---|
| clock | 0 | 0 | 0 |
| sequential | 0 | 0 | 0 |
| combinational | 2.78 | 0.0605 | 0.0806 |
| total | 2.78 | 0.0605 | 0.0806 |
==> logic make-up (layout without fill, tap and decap cells) <==
logic type | count (synthesis) | count (layout) | share of synthesized area
multiplexers | 5 | 5 | 0.00969
AND-OR/OR-AND | 281 | 281 | 0.373
AND/OR/NAND/NOR | 227 | 227 | 0.214
XOR/XNOR | 27 | 27 | 0.0472
adder cells (fa/ha/maj) | 99 | 99 | 0.243
buffers and inverters | 149 | 207 | 0.114
==> through the flow <==
stage / power, mW / cell area [sq um] / std cells / hold slack [ns] / setup WS, ns
after global placement: 0.137 / 6170 / 979 / 11.39 / 10.42
after global routing: 0.153 / 6170 / 979 / 11.50 / 10.21
after detailed placement: 0.137 / 6170 / 979 / 11.40 / 10.52
after CTS: 0.138 / 6170 / 979 / 11.41 / 10.51
after floorplan: 0.0876 / 5170 / 788 / 10.42 / 12.35
final: 0.141 / 6170 / 979 / 11.40 / 10.36
==> critical path: stages <==
cell             delay (ns)
clkdlybuf4s50_1        0.51
inv_1                  0.06
ha_1                   0.45
a21oi_1                0.43
o211ai_1               0.35
nand2_1                0.16
a21oi_1                0.11
o41ai_1                0.81
o21ai_0                0.33
a221o_1                0.38
nor4b_1                0.15
o21ai_0                0.30
o211ai_1               0.15
and3b_1                0.27
clkdlybuf4s50_1        0.47
Power and IR drop assume default switching activity.
